### ./design.v
module adder #(parameter n = 8) 
(input logic[n-1:0] A,M, input logic add,
 output logic C, output logic [n-1:0] Sum);
always_comb
begin
{C,Sum} = {add ? {1'b0,A} + {1'b0,M} : {1'b0,A}}; 
end
endmodule 
### ./constraint.sdc
current_design adder

set clk_period 8.4
set clk_io_pct 0.2

create_clock -name clk0 -period $clk_period

set non_clock_inputs [all_inputs -no_clocks]
set_input_delay [expr $clk_period * $clk_io_pct] -clock clk0 $non_clock_inputs
set_output_delay [expr $clk_period * $clk_io_pct] -clock clk0 [all_outputs]
### ./run.sh
#!/bin/bash
# OpenROAD 26Q1-2900-gdf79404cd8, Yosys 0.63+post, stock flow scripts
make -C /OpenROAD-flow-scripts/flow DESIGN_CONFIG=/design/flow/config.mk WORK_HOME=/design/flow/orfs finish
### ./config.mk
export PLATFORM = sky130hd
export DESIGN_NAME = adder
export DESIGN_NICKNAME = adder
export VERILOG_FILES = /design/flow/design.v
export SDC_FILE = /design/flow/constraint.sdc
export NUM_CORES = 4
export LEC_CHECK = 1
export CORE_AREA = 10 10 70 70
export DIE_AREA = 0 0 80 80
==> notes.md <==
Notes on the physical implementation.

- The leakage power figure is 0.299 nW, for reference.
- Averaged over all synthesized cells, the footprint is 7.43 um^2.
- Per the OpenROAD floorplan log, the area of the core is 3420 um^2.
- For the final routed database, the setup TNS stands at 0 ns.
- The total setup violations reported at the end of the flow is 0, for reference.
- The overall routed net length is 1480 um, for reference.
- The share of cells above drive strength 1 is 0.0562, for reference.
- Hold-check failures listed in the final report amount to 0.
- The mapped netlist covers 483 um^2.
- Across all layers, the routed design uses 562 vias.
- The script computed the net switching share of total power as 0.386.
- The flow ran to the end, and the final reports show no timing, DRC or antenna violations.
- The clock share of power is 0, for reference.
- The relative contribution of sequential cells to total power is 0, for reference.
- STA classifies the critical path startpoint as an input port.
- Max-slew check failures listed in the final report amount to 0.
- The cell count after synthesis came out at 65.
- The overall routing resource usage is 0.0464, for reference.
- The total overflow reported by the global router is 0, for reference.
- Setup repair after global routing left no endpoint under its margin.
- The worst-case setup margin in the final layout is 2.80 ns, for reference.
- The number of placed I/O pins is 26, for reference.
- Per the log, the first TritonRoute iteration ended with a DRC count of 30.
- The internal power contribution is 0.0000294 W, for reference.
- Buffers added to address setup during post-CTS repair amount to 0.
- The number of warnings in the stage logs is 32, for reference.
- Note that the worst hold path type here is input port to output pin.
- The worst setup path is captured at an output pin.
- After floorplanning, the die was sized to cover 6400 um^2.
- In this run the remaining antenna-violating nets after routing total 0.
- The count of maximum capacitance violations is 0, for reference.
- The per-cell routed wire length is 11.0 um, for reference.
- The ratio of routed vias to standard cells is 4.16, for reference.
- Timing would allow up to 179 MHz.
- The transition at the pin with the smallest max-transition slack is 0.689 ns, for reference.
- The sequential cells in the finished layout cover a total of 0 um^2.
- The most common cell in the synthesized netlist is ha_1.
- The last weighted congestion value of the routability-driven placer is 0.834, for reference.
- In the post-synthesis netlist, the biggest area contributors are ha_1, mux2_2, o21ai_0, inv_1, nand3b_1.
- Yosys reports a chip area of 483 um^2.
- The area growth from synthesis to layout is 63.7%.
- In the routed netlist, the antenna diode instances number 0.
- The height of the die is 80 um, for reference.
- Dividing the final minimum period by the clock period gives 0.666.
- Summed over all nets, the switching power comes to 0.0000184 W.
- The final routed DRC violation total is 0, for reference.
- The die span in x is 80 um, for reference.
- The buffer_ports step reported a buffer count of 26.
- The number of instances resized during post-cts repair is 0, for reference.
- The sequential fraction of the synthesis area is 0, for reference.
- The setup path with the least slack is of type input port to output pin.
- In the synthesized netlist, the cells that appear most often are ha_1, inv_1, o21ai_0.
- The effective utilization at floorplan is 0.141, for reference.
- The layout has 0 clock buffers.
- The slew check shows that the tightest pin keeps a relative margin of 0.540.
- The number of antenna violations at the first check in global routing is 0.
- Yosys stat counts 65 cells in the synthesized netlist.
- The share of total power dissipated in combinational logic is 1.000.
- The number of global-route vias before repair came to 574.
- The top-area cell type share of the netlist area is 0.207, for reference.
- The data arrival time at the worst-slack endpoint is 3.92 ns, for reference.
- The iteration count of the initial detailed-routing pass is 4, for reference.
- The global-route wire length before repair is 2510 um, for reference.
- The post-layout minimum cycle time is 5.60 ns, for reference.
- Timing analysis after detailed placement gives a worst setup slack of 2.79 ns.
- The warning tally printed by Yosys for this design is 1.
- The data required time of the critical path is 6.72 ns, for reference.
- The total number of placement rows is 21, for reference.
- The largest net degree at the start of global routing is 23, for reference.
- The script computed a power per unit cell area of 60.5 nW/um^2.
- The cell type that accounts for the most area after synthesis is ha_1.
- Per the power-grid run, VDD falls by no more than 0.0000151 V.
- Per the timing report, the biggest fanout along the worst path comes to 4.
- For this design, the CTS-stage hold fixing added 0 buffers.
- The HPWL after detailed placement is 1290 um, for reference.
- The sequential cell count is 0, for reference.
- After synthesis, the netlist uses 31 different library cells.
## kinds of logic (layout without fill, tap and decap cells)
family / Yosys count / after routing / share of synthesized area
xor+xnor: 1 / 1 / 0.0181
mux: 3 / 3 / 0.0699
simple gates: 20 / 20 / 0.267
compound gates: 23 / 23 / 0.321
fa+ha+maj: 9 / 9 / 0.249
buf+inv: 9 / 33 / 0.0751
## cell usage in the layout, fill, tap and decap left out
| cell type | instances |
|---|---|
| nor2_1 | 4 |
| a21oi_1 | 3 |
| o211ai_1 | 2 |
| a21o_1 | 1 |
| o221a_2 | 1 |
| o31a_1 | 1 |
| o21a_1 | 1 |
| a311oi_1 | 1 |
| clkdlybuf4s50_1 | 26 |
| nor3_1 | 2 |
| or3_1 | 1 |
| fa_1 | 1 |
| nor2b_4 | 1 |
| nand2_1 | 1 |
| o22ai_1 | 1 |
| o21ai_0 | 6 |
| xnor2_1 | 1 |
| mux2_2 | 3 |
| o21bai_1 | 1 |
| inv_1 | 7 |
| o2111ai_1 | 1 |
| nand2b_1 | 2 |
| nor4b_1 | 2 |
| nand4b_1 | 1 |
| a211oi_1 | 2 |
| o31ai_1 | 1 |
| nor2b_1 | 1 |
| nand4_1 | 2 |
| ha_1 | 8 |
| a31oi_1 | 1 |
| nand3b_1 | 3 |
## per-layer routing
layer / up-vias / part of all wire / global-route usage
met1: 245 / 0.41 / 0.0568
li1: 301 / - / -
met4: 0 / 0 / 0
met5: - / 0 / 0
met3: 0 / 0.18 / 0.0318
met2: 16 / 0.41 / 0.0698
## power by group through the flow
| stage | Sequential, W | Clock (W) | Combinational, W |
|---|---|---|---|
| CTS | 0 | 0 | 0.0000488 |
| finish | 0 | 0 | 0.0000478 |
| global route | 0 | 0 | 0.0000547 |
## layout make-up
class	count	area, um^2
Fill cell	381	2630
Inverter	7	26.3
Multi-Input combinational cell	56	447
Tap cell	46	57.6
Timing Repair Buffer	26	260
## worst paths after layout
kind	from	endpoint	slack [ns]	cells past startpoint
max	A[0]	Sum[4]	2.80	9
min	A[6]	Sum[6]	4.34	4
## worst max-delay path, cell delays in order
cell and delay, ns:
clkdlybuf4s50_1 0.48, ha_1 0.19, inv_1 0.06, fa_1 0.43
nor2b_4 0.13, o31a_1 0.20, a21oi_1 0.06, mux2_2 0.26
clkdlybuf4s50_1 0.42
## stage by stage
step	instance area (um^2)	total power (W)	utilization	hold slack, ns	std cells
finish	791	0.0000478	0.232	4.34	135
global route	791	0.0000547	0.232	4.39	135
CTS	791	0.0000488	0.232	4.37	135
detailed placement	791	0.0000483	0.232	4.36	135
global placement	791	0.0000480	0.232	4.35	135
floorplan	483	0.0000242	-	3.43	65
Power is estimated from default activity; no workload was simulated.
