File: design/flow/design.v
module	sequencer(input	logic start, Q0, clock,
					output	logic add, resetout, ready);						
typedef enum logic [1:0] {idle,	adding, stopped} state;	
state present, next;	 
logic [2:0] count;	
always_ff @(posedge clock) 
begin
	if(start)	
	present <= next;
	else
	present <= idle;
	if(present==idle)
		count <= 3'b111; 
	else if(present==adding)
		count <= count-1;	
end
always_comb
begin	
	add = Q0 & (present==adding); 
	resetout = (present==idle);
	ready=(present==stopped);
	unique case(present)
		idle: next = (start ? adding:idle);	
		adding: next = (count>0 ? adding: stopped);
		stopped: next = (!start ? idle: stopped);
	endcase
end	
endmodule 
File: design/flow/run.sh
#!/bin/bash
# OpenROAD 26Q1-2900-gdf79404cd8, Yosys 0.63+post, stock flow scripts
make -C /OpenROAD-flow-scripts/flow DESIGN_CONFIG=/design/flow/config.mk WORK_HOME=/design/flow/orfs finish
File: design/flow/config.mk
export PLATFORM = sky130hd
export DESIGN_NAME = sequencer
export DESIGN_NICKNAME = sequencer
export VERILOG_FILES = /design/flow/design.v
export SDC_FILE = /design/flow/constraint.sdc
export NUM_CORES = 4
export LEC_CHECK = 1
export CORE_AREA = 10 10 70 70
export DIE_AREA = 0 0 80 80
File: design/flow/constraint.sdc
current_design sequencer

set clk_period 2.2
set clk_io_pct 0.2

create_clock -name clk0 -period $clk_period [get_ports {clock}]

set non_clock_inputs [all_inputs -no_clocks]
set_input_delay [expr $clk_period * $clk_io_pct] -clock clk0 $non_clock_inputs
set_output_delay [expr $clk_period * $clk_io_pct] -clock clk0 [all_outputs]
==> run_summary.xml <==
<?xml version="1.0" encoding="UTF-8"?>
<metrics>
  <group name="yosys">
    <metric name="post_synth_inst_count" unit="">27</metric>
    <metric name="common_cells" unit="">6 x sky130_fd_sc_hd__dfxtp_1, 4 x sky130_fd_sc_hd__nand2_1, 3 x sky130_fd_sc_hd__inv_1</metric>
    <metric name="ys_seq_elements" unit="">6</metric>
    <metric name="ys_types" unit="">14</metric>
    <metric name="ys_cells" unit="">27</metric>
    <metric name="synth_sequential_area_ratio" unit="%">48.0</metric>
    <metric name="ys_async_sr_fraction" unit="%">0</metric>
    <metric name="yosysWarningCount" unit="">1</metric>
    <metric name="ff_type" unit="">sky130_fd_sc_hd__dfxtp_1</metric>
    <metric name="synth.cell_area" unit="µm²">250</metric>
    <metric name="chip_area_estimate_from_yosys_synthesis" unit="µm²">250</metric>
    <metric name="number_of_enable_type_register_cells_in_the_synthesized_netlist" unit="">0</metric>
    <metric name="cell_type_contributing_the_most_total_cell_area_after_synthesis" unit="">sky130_fd_sc_hd__dfxtp_1</metric>
    <metric name="post_synth.cell_area_avg" unit="µm²">9.27</metric>
    <metric name="area_leaders" unit="">sky130_fd_sc_hd__dfxtp_1 48%, sky130_fd_sc_hd__ha_1 10%, sky130_fd_sc_hd__nand2_1 6.0%, sky130_fd_sc_hd__nand2b_1 5.0%, sky130_fd_sc_hd__inv_1 4.5%</metric>
    <metric name="most_common_cell" unit="">sky130_fd_sc_hd__dfxtp_1</metric>
    <metric name="netlist.area_leader.share" unit="%">48.0</metric>
  </group>
  <group name="grt">
    <metric name="number_of_global_route_vias_before_repair" unit="">195</metric>
    <metric name="grt_max_degree" unit="">8</metric>
    <metric name="met2_usage" unit="%">2.89</metric>
    <metric name="grt_pass1_wl" unit="µm">848</metric>
    <metric name="globalRouteOverflowTotal" unit="">0</metric>
    <metric name="globalRouteTotalUtil" unit="%">1.65</metric>
    <metric name="groute.layer.met1.usage" unit="%">1.54</metric>
    <metric name="met3_usage" unit="%">0.909</metric>
    <metric name="grt.busiest_layer" unit="">met2</metric>
    <metric name="initial_antenna_violation_count" unit="">0</metric>
  </group>
  <group name="clock_tree">
    <metric name="cts_resized" unit="">0</metric>
    <metric name="clk_transition_reported_paths" unit="ns">0.04</metric>
    <metric name="cts.sink_count" unit="">6</metric>
    <metric name="clock_tree.buffer_depth" unit="">2</metric>
    <metric name="numCtsBuffers" unit="">3</metric>
    <metric name="post_cts_hold_buffer_count" unit="">0</metric>
    <metric name="clock_tree_from_tritoncts" unit="">built</metric>
    <metric name="ctsHtreeMaxLevel" unit="">1</metric>
    <metric name="clk_root_buffer_cell" unit="">sky130_fd_sc_hd__clkbuf_4</metric>
    <metric name="insertion_delay" unit="ns">0.24</metric>
    <metric name="cts_setup_buffers" unit="">0</metric>
  </group>
  <group name="sta">
    <metric name="timing_max_transition_violations_final" unit="">0</metric>
    <metric name="final.setup.tns" unit="ns">0</metric>
    <metric name="slew_headroom" unit="%">84.0</metric>
    <metric name="rsz_0062_raised_after_global_routing" unit="">no</metric>
    <metric name="post-route-min-period" unit="ns">1.91</metric>
    <metric name="hold_ws" unit="ns">0.462</metric>
    <metric name="maxClockFrequency" unit="MHz">523</metric>
    <metric name="timing_hold_violations_final" unit="">0</metric>
    <metric name="worst-slew-pin-transition" unit="ns">0.240</metric>
    <metric name="finalClockPeriodUsage" unit="%">86.9</metric>
    <metric name="finalSetupViolCount" unit="">0</metric>
    <metric name="finalClockSkew" unit="ns">0.00221</metric>
  </group>
  <group name="die">
    <metric name="core_area" unit="µm²">3420</metric>
    <metric name="initial_utilization" unit="%">7.33</metric>
    <metric name="die_width" unit="µm">80</metric>
    <metric name="floorplan.io_pins" unit="">6</metric>
    <metric name="die_area" unit="µm²">6400</metric>
    <metric name="fp-row-count" unit="">21</metric>
    <metric name="die_height" unit="µm">80</metric>
  </group>
  <group name="setup_path">
    <metric name="cp_data_required_time" unit="ns">1.76</metric>
    <metric name="cp.arrival" unit="ns">1.47</metric>
    <metric name="startpoint_type" unit="">input port</metric>
    <metric name="critical_path.endpoint_type" unit="">primary output</metric>
    <metric name="timing_worst_setup_path_type" unit="">input port to primary output</metric>
    <metric name="regToRegStartpoint" unit="">count[0]</metric>
    <metric name="timing.critical_path.from" unit="">Q0</metric>
    <metric name="crit_path_max_fanout" unit="">1</metric>
  </group>
  <group name="min_path">
    <metric name="hp-class" unit="">register to register</metric>
    <metric name="hp-start" unit="">present[1]</metric>
  </group>
  <group name="finish">
    <metric name="fillers" unit="">406</metric>
    <metric name="post-route-cell-area" unit="µm²">380</metric>
    <metric name="layout-area-overhead-vs-synth" unit="%">52.0</metric>
    <metric name="fin_util" unit="%">11.1</metric>
    <metric name="fraction_of_layout_instances_using_a_drive_strength_above_1" unit="%">14.3</metric>
  </group>
  <group name="drt">
    <metric name="diodes" unit="">0</metric>
    <metric name="drt-total-wl" unit="µm">500</metric>
    <metric name="drtAntennaViolNets" unit="">0</metric>
    <metric name="viasPerCell" unit="">2.47</metric>
    <metric name="drc_errors" unit="">0</metric>
    <metric name="drt_iter0_markers" unit="">4</metric>
    <metric name="drt-pass1-iter-count" unit="">2</metric>
    <metric name="vias" unit="">200</metric>
    <metric name="wl_per_cell" unit="µm">6.17</metric>
  </group>
  <group name="pwr">
    <metric name="vdd_drop_max" unit="mV">0.0832</metric>
    <metric name="post-layout-total-power" unit="W">0.000247</metric>
    <metric name="total_leakage_power" unit="nW">0.161</metric>
    <metric name="power-per-cell-area" unit="nW/µm²">649</metric>
  </group>
  <group name="placement">
    <metric name="place.port_buffers" unit="">5</metric>
    <metric name="dp_hpwl" unit="µm">404</metric>
    <metric name="placedInstanceArea" unit="µm²">358</metric>
    <metric name="place.gp.congestion" unit="">0.651</metric>
  </group>
  <group name="status">
    <metric name="status" unit="">finished clean</metric>
  </group>
  <group name="flow_run">
    <metric name="max-cap-violations" unit="">0</metric>
    <metric name="warnings" unit="">26</metric>
  </group>
</metrics>
[power breakdown]
| group | total [W] | internal, W | switching [W] |
|---|---|---|---|
| registers | 0.000123 | 0.000116 | 0.00000694 |
| clock network | 0.0000972 | 0.0000614 | 0.0000358 |
| logic | 0.0000262 | 0.0000164 | 0.00000977 |
| total | 0.000247 | 0.000194 | 0.0000525 |
[stage by stage]
| stage | worst slack, ns | cells |
|---|---|---|
| final | 0.288 | 81 |
| after global routing | 0.238 | 81 |
| after CTS | 0.275 | 81 |
| after detailed placement | 0.281 | 78 |
| after global placement | 0.286 | 78 |
| after floorplan | 1.17 | 27 |
[metal layers]
| layer | share of wire (%) | up-vias | wire [µm] |
|---|---|---|---|
| met5 | 0 | - | 0 |
| met1 | 36 | 96 | 180 |
| li1 | - | 103 | - |
| met2 | 58 | 1 | 288 |
| met4 | 0 | 0 | 0 |
| met3 | 6.2 | 0 | 31 |
[final timing paths]
check	endpoint	slack, ns	cells past startpoint
worst min register to register	present[1]	0.46	2
worst min-delay path	present[1]	0.46	2
worst max-delay path	add	0.29	3
worst max register to register	count[1]	1.21	4
[cell usage in the layout, fill, tap and decap left out, types with 2 or more instances in the layout]
cell type                         netlist  routed
sky130_fd_sc_hd__dfxtp_1                6       6
sky130_fd_sc_hd__clkdlybuf4s50_1        0       5
sky130_fd_sc_hd__nand2_1                4       4
sky130_fd_sc_hd__inv_1                  3       3
sky130_fd_sc_hd__clkbuf_4               0       3
sky130_fd_sc_hd__nand2b_1               2       2
sky130_fd_sc_hd__o21ai_0                2       2
sky130_fd_sc_hd__ha_1                   2       2
[worst max-delay path: stages]
cell	delay, ns
sky130_fd_sc_hd__clkdlybuf4s50_1	0.45
sky130_fd_sc_hd__and2_2	0.13
sky130_fd_sc_hd__clkdlybuf4s50_1	0.45
[logic make-up after synthesis]
group / count (synthesis) / share of synthesized area [%]
AOI/OAI and AO/OA: 5 / 12.0
buffers and inverters: 3 / 4.50
and+or+nand+nor: 10 / 22.0
DFF: 6 / 48.0
adders and majority gates: 2 / 10.0
xor gates and xnor gates: 1 / 3.50
[state kept, by name (all words and copies together) (netlist names)]
signal and count:
count 3, present 3
[layout make-up]
type	instances	area [µm²]	area share [%]
inverters	3	11.3	2.96
well taps	46	57.6	15.1
multi-input cells	18	119	31.2
repair buffers	5	50.0	13.2
clock buffers	3	22.5	5.92
flip-flops and latches	6	120	31.6
Power figures rest on the tool's default switching activity, not on a simulated workload.
