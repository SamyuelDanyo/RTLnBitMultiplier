$ cat design/flow/config.mk
export PLATFORM = sky130hd
export DESIGN_NAME = counter
export DESIGN_NICKNAME = counter
export VERILOG_FILES = /design/flow/design.v
export SDC_FILE = /design/flow/constraint.sdc
export NUM_CORES = 4
export LEC_CHECK = 1
export CORE_AREA = 10 10 74 74
export DIE_AREA = 0 0 84 84
$ cat design/flow/constraint.sdc
current_design counter

set clk_period 3.0
set clk_io_pct 0.2

create_clock -name clk0 -period $clk_period [get_ports {osc_clk}]

set non_clock_inputs [all_inputs -no_clocks]
set_input_delay [expr $clk_period * $clk_io_pct] -clock clk0 $non_clock_inputs
set_output_delay [expr $clk_period * $clk_io_pct] -clock clk0 [all_outputs]
$ cat design/flow/design.v
module counter #(parameter n = 20)
(input logic osc_clk, output logic slow_clock);
logic [n-1:0] count;
always_ff @(posedge osc_clk) begin
 count <= count + 1;
end
assign slow_clock = count[n-1];
endmodule
$ cat design/flow/run.sh
#!/bin/bash
# OpenROAD 26Q1-2900-gdf79404cd8, Yosys 0.63+post, stock flow scripts
make -C /OpenROAD-flow-scripts/flow DESIGN_CONFIG=/design/flow/config.mk WORK_HOME=/design/flow/orfs finish
==> impl_metrics.yaml <==
# synthesis and place-and-route metrics
finish:
  syn2layout_area_growth_pct: 16.9
  fin_util_pct: 22.3
  layout_top_cells: "dfxtp_1, xnor2_1, xor2_1"
  reg.largest.list: "count (20)"
  largest_register_ffs: 20
  regMostFlops: "count"
  n_fill_cell: 435
  layout.cells.non_filler: 125
  final_common_cell: "dfxtp_1"
  design_area_sq_um: 885
  drive_gt1_share_pct: 9.33
drt:
  drc: 0
  wl_met1_um: 578
  highest_layer: "met4"
  via_per_inst: 3.67
  wl_met2_um: 395
  routedWlPerCell_um: 8.22
  first_pass_iters: 2
  ant_nets: 0
  diodes: 0
  dr_wl_met3_um: 49
  vias: 459
  wirelength_um: 1030
  drt_iter0_markers: 34
place:
  port_buffers: 1
  placed_area_sq_um: 830
  gp_congestion: 0.765
  placed_cells: 121
  post-place-ws_ns: 1.52
  hpwl_um: 759
clock_network:
  clkTransAtPathRegs_ns: 0.07
  worstSkewPairLatency_ns: 0.25
  cts_root_buf: "clkbuf_8"
  cts_setup_buffers: 0
  cts_tree: "built"
  cts_hold_buf: 0
  htreeDepth: 1
  clockBufferDepth: 2
  numCtsBuffers: 3
  cts_sinks: 20
  cts_resized: 0
floorplanning:
  fp_util_pct: 19.1
  fp.dieW_um: 84
  ios: 2
  die_y_um: 84
  core_area_sq_um: 3970
  std_cell_rows: 23
  die_area_sq_um: 7060
worst_setup_path:
  rr_worst_depth: 5
  rrSetupSlack_ns: 1.53
  cp-start-kind: "register"
  cp.arrival_ns: 1.07
  critPathKind: "reg -> out"
  r2r_start: "count[0]$_DFF_P_"
  r2r_end: "count[14]$_DFF_P_"
  end_kind: "primary output"
  crit_family: "buffers and inverters"
  critPathSlowestCell: "clkdlybuf4s50_1"
  crit_buf_inv: 1
  crit_start: "count[19]$_DFF_P_"
  crit_fanout: 2
  crit_chain: "clkdlybuf4s50_1"
  worst_ep_required_time_ns: 2.40
  cp_slowest_stage_delay_ns: 0.47
grt:
  grt_pass1_vias: 447
  grt.total_usage_pct: 3.11
  grt_max_degree: 12
  grt_pass1_wl_um: 1940
  grt.overflow.total: 0
  grt_antenna_before_repair: 0
pwr:
  clock_power_share_pct: 43.1
  power.static_leakage_nw: 0.344
  power.density_nw_per_um2: 527
  p_sw_uw: 84.1
  p_sw_share_pct: 18.0
  power_frac_comb_pct: 0
  ir_worst_vdd_mv: 0.423
  p_int_uw: 382
  power_uw: 466
  seq_power_share_pct: 56.9
yosys:
  yosysSeqAreaShare_pct: 52.9
  yosys-stat-area_sq_um: 757
  syn_area_per_cell_sq_um: 10.8
  ys_ff: 20
  postSynthCellCount: 70
  ys_cells: 70
  ys_warn_count: 1
  synth_cell_types: 16
  syn_area_sq_um: 757
hold_path:
  hp-start: "count[0]$_DFF_P_"
  worstHoldEndpoint: "count[0]$_DFF_P_"
  hold_path_depth: 1
  hp-class: "reg -> reg"
sta:
  setup_viol: 0
  setup_tns_ns: 0
  clock_skew_ns: 0.00320
  rsz0062_at_grt: "false"
  slew-limit-headroom_pct: 77.9
  fin_crit_ns: 1.67
  hold_viol_final: 0
  max_clock_freq_ghz: 0.598
  report.final.slew_viol_count: 0
  worst_slew_pin_slew_ns: 0.329
  fin_crit_sh_pct: 55.7
  fin_hold_ws_ns: 0.442
  postLayoutSetupSlackWorst_ns: 1.33
outcome:
  run_status: "complete, no violations"
job:
  drv_cap: 0
  log.warning_count: 25
## worst max path at each step
stage | cells past startpoint | slack, ns | to
CTS | 1 | 1.30 | slow_clock
global route | 1 | 1.26 | slow_clock
finish | 1 | 1.33 | slow_clock
## Yosys cell counts
cell     instances  area, sq um
nand3_1          6         30.0
dfxtp_1         20          400
nor4_4           1         21.3
nor3_2           1         10.0
nand4_1          3         18.8
xor2_1           9         78.8
nor3_1           1         5.00
nand2_1          7         26.3
nor2_1           5         18.8
inv_1            2         7.51
and3_1           2         12.5
xnor2_1          9         78.8
ha_1             1         12.5
nor4_1           1         6.26
nand4_4          1         21.3
and4_1           1         8.76
## per-layer routing
layer / vias to the layer above / global-route usage, %
met2: 4 / 4.18
met4: 0 / 0.152
met5: - / 0
met3: 2 / 1.57
met1: 210 / 4.49
li1: 243 / -
## final cells by class
type | count | area (sq um) | share of cell area (%)
flip-flops and latches | 20 | 400 | 45.3
clock buffers | 4 | 55.1 | 6.22
inverters | 2 | 7.51 | 0.849
multi-input cells | 48 | 349 | 39.5
well taps | 50 | 62.6 | 7.07
repair buffers | 1 | 10.0 | 1.13
## power groups by stage
stage / registers [mW] / clock network, mW / logic [mW]
6_report: 0.265 / 0.201 / 0.000000154
5_1_grt: 0.265 / 0.222 / 0.000000154
4_1_cts: 0.265 / 0.206 / 0.000000154
## cell families (layout without fill, tap and decap cells)
group	count (synthesis)	count (layout)	synth area share [%]
xor+xnor	18	18	20.8
fa+ha+maj	1	1	1.65
buf+inv	2	7	0.992
flops	20	20	52.9
simple gates	29	29	23.6
Power and IR drop assume default switching activity.
